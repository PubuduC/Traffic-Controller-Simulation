### flow/config.mk
export PLATFORM = sky130hd
export DESIGN_NAME = Debouncer
export DESIGN_NICKNAME = Debouncer
export VERILOG_FILES = /design/flow/design.v
export SDC_FILE = /design/flow/constraint.sdc
export NUM_CORES = 4
export LEC_CHECK = 1
export CORE_UTILIZATION = 50
### flow/constraint.sdc
current_design Debouncer

set clk_period 3.2
set clk_io_pct 0.2

create_clock -name clk0 -period $clk_period [get_ports {clk}]

set non_clock_inputs [all_inputs -no_clocks]
set_input_delay [expr $clk_period * $clk_io_pct] -clock clk0 $non_clock_inputs
set_output_delay [expr $clk_period * $clk_io_pct] -clock clk0 [all_outputs]
### flow/design.v
`timescale 1ns / 1ps
module BaseDebouncer(reset, clock, noisy, clean);
   parameter DELAY = 270000;    
   input reset, clock, noisy;
   output clean;
   reg [18:0] count;
   reg new, clean;
   always @(posedge clock)
     if (reset)
       begin
	  count <= 0;
	  new <= noisy;
	  clean <= noisy;
       end
     else if (noisy != new)
       begin
	  new <= noisy;
	  count <= 0;
       end
     else if (count == DELAY)
       clean <= new;
     else
       count <= count+1;
endmodule
`timescale 1ns / 1ps
module Debouncer(clk, global_reset, traffic_sensor, walk_request, reprogram, global_reset_debounce, traffic_sensor_debounce, walk_request_debounce, reprogram_debounce);
	input clk, global_reset, traffic_sensor, walk_request, reprogram;
	output global_reset_debounce, traffic_sensor_debounce, walk_request_debounce, reprogram_debounce;
	BaseDebouncer reset_debouncer(.reset(0), .clock(clk), .noisy(global_reset), .clean(global_reset_debounce));
	BaseDebouncer traffic_sensor_debouncer(.reset(0), .clock(clk), .noisy(traffic_sensor), .clean(traffic_sensor_debounce));
	BaseDebouncer reset_walk_request_debouncer(.reset(0), .clock(clk), .noisy(walk_request), .clean(walk_request_debounce));
	BaseDebouncer reprogram_debouncer(.reset(0), .clock(clk), .noisy(reprogram), .clean(reprogram_debounce));
endmodule
### flow/run.sh
#!/bin/bash
# OpenROAD 26Q1-2900-gdf79404cd8, Yosys 0.63+post, stock flow scripts
make -C /OpenROAD-flow-scripts/flow DESIGN_CONFIG=/design/flow/config.mk WORK_HOME=/design/flow/orfs finish
==> impl_table.tex <==
% Table of physical implementation metrics
\begin{tabular}{lr}
\hline
Metric & Value \\
\hline
\multicolumn{2}{l}{\textbf{Run status}} \\
Result of the run & completed \\
\multicolumn{2}{l}{\textbf{Global route}} \\
Number of global-route vias before repair & 3106 \\
Pin count of the biggest net entering global routing & 23 \\
First-pass GRT wire length & 13900 um \\
Combined global-route utilization of all metal layers & 0.201 \\
Overflow left after global routing & 0 \\
Number of antenna violations at the first check in global routing & 0 \\
\multicolumn{2}{l}{\textbf{Finish}} \\
Layout cells sized above 1 & 0.0551 \\
Final core utilization & 0.569 \\
Fill cell instance count of the final layout & 702 \\
Commonest non-fill, non-tap cells in the layout & 76 x dfxtp\_1, 48 x nor2\_1, 35 x nand3\_1, 35 x a21oi\_1, 31 x o21ai\_0 \\
Signed area change from the synthesized netlist to the final layout & 8.88\% \\
Leading cell type in the layout, fill and taps excluded & dfxtp\_1 \\
\multicolumn{2}{l}{\textbf{Floorplan}} \\
Core Box Area & 0.00777 mm\^{}2 \\
Row cnt & 32 \\
Num ports & 9 \\
Vert. Die Dim & 92.1 um \\
Overall chip area & 0.00848 mm\^{}2 \\
Floorplan utilization & 0.522 \\
Chip width & 92.1 um \\
\multicolumn{2}{l}{\textbf{Logic synthesis}} \\
Mean Syn Cell Area & 8.52 um\^{}2 \\
Count of distinct cell types in the synthesized netlist & 40 \\
Largest logic family & simple AND/OR/NAND/NOR gates \\
Simple logic cell fraction of the synthesized area & 0.316 \\
Yosys-reported design area after synthesis & 0.00406 mm\^{}2 \\
XOR-XNOR Cells, Area Fraction & 0.0864 \\
Post-Syn Area & 0.00406 mm\^{}2 \\
Share of the yosys chip area belonging to registers & 0.434 \\
Yosys reg bits & 84 \\
Area share of fa/ha/maj cells after synthesis & 0.0247 \\
Number of warnings issued by yosys & 5 \\
MUX area fraction & 0.0102 \\
Area share of and-or/or-and cells after synthesis & 0.0975 \\
Number of standard cells reported by yosys & 476 \\
Synthesized netlist cell count & 476 \\
\multicolumn{2}{l}{\textbf{Clock tree}} \\
Post-CTS setup-driven buffer insertion count & 0 \\
Hold buffer count at cts & 0 \\
Clock H-tree levels & 3 \\
Number of sinks driven by the clock tree & 84 \\
Clock Latency Late Sink & 0.35 ns \\
Number of instances resized during post-cts repair & 0 \\
Total clock buffers created by CTS & 9 \\
Clock Path Buffers & 2 \\
Cell at the root of the clock tree & clkbuf\_8 \\
CTS tree & yes \\
Clock transition at the registers of the reported paths & 0.08 ns \\
\multicolumn{2}{l}{\textbf{Timing}} \\
Final Critical Period & 2.08 ns \\
Final TNS setup & 0 ns \\
Clock skew after layout & 0.0103 ns \\
Slew HR & 0.463 \\
Final Hold Vio Count & 0 \\
Count of pins over their slew limit & 0 \\
Period utilization & 0.651 \\
Fmax & 480 MHz \\
Unrepaired setup endpoints after global routing & false \\
Least-Margin Pin Slew & 0.798 ns \\
Number of setup violations in the final report & 0 \\
\multicolumn{2}{l}{\textbf{Detailed routing}} \\
Total via count after detailed routing & 3320 \\
Total inserted antenna cells & 0 \\
Violation count after the first detailed-route iteration & 57 \\
1st-pass router iterations & 4 \\
Via density per instance & 5.61 \\
Routed length per instance & 12.9 um \\
Number of remaining DRC errors & 0 \\
Residual antenna-violating net count after detailed routing & 0 \\
Sum of routed wire length over all layers & 7630 um \\
\multicolumn{2}{l}{\textbf{Critical path}} \\
Worst stage delay on the critical path & 0.53 ns \\
Stages on the worst setup path & 5 \\
Critical Path End Type & flip-flop \\
Worst setup SP type & flip-flop \\
Worst-path maximum fanout & 7 \\
Crit path kind & flip-flop to flip-flop \\
Kind of cell adding the most delay to the critical path & simple AND/OR/NAND/NOR gates \\
Cells traversed along the worst timing path & ha\_1 -> nand3\_1 -> or4\_4 -> or4\_1 -> a21oi\_1 \\
Number of cells on the worst reg-to-reg path & 5 \\
Critical path required time & 3.48 ns \\
Worst path slowest cell & or4\_4 \\
Worst EP arrival & 2.36 ns \\
Buffering stage count on the worst path with inverters included & 0 \\
\multicolumn{2}{l}{\textbf{Power and ir drop}} \\
Total power per unit cell area & 474 mW/mm\^{}2 \\
Largest vdd supply drop & 194 uV \\
Leak Pwr & 1.41 nW \\
\multicolumn{2}{l}{\textbf{Place}} \\
Global placement routability congestion & 0.821 \\
Count of port buffers added during placement & 8 \\
Final HPWL from detailed placement & 5130 um \\
\multicolumn{2}{l}{\textbf{Min path}} \\
Path class of the lowest-slack min-delay path & flip-flop to flip-flop \\
Cell depth of the worst min-delay path & 0 \\
\multicolumn{2}{l}{\textbf{Flow run}} \\
Maximum capacitance violations & 0 \\
Number of warnings in the stage logs & 29 \\
\hline
\end{tabular}
[path summary, 6_finish.rpt]
| path | from | slack, ns | end |
|---|---|---|---|
| worst max-delay path | traffic_sensor_debouncer.count[1]$_SDFFE_PP0P_ | 1.12 | traffic_sensor_debouncer.count[18]$_SDFFE_PP0P_ |
| worst min-delay path | reset_walk_request_debouncer.new$_DFFE_PP_ | 0.48 | reset_walk_request_debouncer.clean$_DFFE_PP_ |
| worst max register to register | traffic_sensor_debouncer.count[1]$_SDFFE_PP0P_ | 1.12 | traffic_sensor_debouncer.count[18]$_SDFFE_PP0P_ |
| worst min register to register | reset_walk_request_debouncer.new$_DFFE_PP_ | 0.48 | reset_walk_request_debouncer.clean$_DFFE_PP_ |
[synth_stat cells]
cell type,count,share of area
or4b_1,2,0.0049
nand2b_1,4,0.0062
or3_1,19,0.029
clkinv_1,1,0.00092
or4_1,8,0.015
o21ai_0,31,0.038
and3_1,9,0.014
a31o_2,3,0.0065
o211ai_1,1,0.0019
and4_1,6,0.013
dfxtp_1,76,0.38
xor2_1,17,0.037
clkbuf_1,9,0.0083
a211o_1,1,0.0022
and2_1,4,0.0062
nor4b_1,3,0.0065
nor4_1,12,0.019
a21oi_1,35,0.043
nor2b_1,3,0.0046
nor3_1,21,0.026
nor4bb_1,3,0.0074
mux2_2,1,0.0028
buf_2,1,0.0012
nand2_1,27,0.025
or4b_2,3,0.0074
or2_2,1,0.0015
nand3_1,35,0.043
mux2i_1,3,0.0074
o31ai_1,3,0.0056
nand4_1,20,0.031
nor2_1,48,0.044
ha_1,8,0.025
inv_1,20,0.019
or4_4,1,0.0028
or3_2,2,0.0037
xnor2_1,23,0.050
nand3_4,1,0.0043
buf_1,2,0.0019
edfxtp_1,8,0.059
nand3b_1,1,0.0019
[power breakdown]
part / switching [mW] / leakage [nW] / internal, mW / total, mW
Clock: 0.372 / 0.0947 / 0.358 / 0.730
Sequential: 0.0525 / 0.690 / 1.11 / 1.16
Combinational: 0.127 / 0.623 / 0.0791 / 0.206
Total: 0.551 / 1.41 / 1.54 / 2.09
[per-stage QoR]
stage / instances / instance area [um^2] / hold slack [ns] / power (mW) / worst slack [ns]
after floorplan: 476 / 4060 / 0.448 / 1.33 / 1.29
after global placement: 576 / 4230 / 0.454 / 1.38 / 0.841
after detailed placement: 576 / 4230 / 0.457 / 1.39 / 0.751
after CTS: 592 / 4420 / 0.479 / 2.12 / 1.12
after global routing: 592 / 4420 / 0.487 / 2.21 / 0.979
final: 592 / 4420 / 0.478 / 2.09 / 1.12
[cell families (layout without fill, tap and decap cells)]
logic type,count (synthesis),after routing
flops,84,84
xor+xnor,40,40
compound gates,74,74
fa+ha+maj,8,8
mux,4,4
buf+inv,33,47
simple gates,233,233
[layer usage]
layer	GRT usage	wire, um
met5	0	0
met4	0.0339	131
met3	0.0219	142
met2	0.310	3350
met1	0.321	4000
[state kept, by name, indices dropped and copies added (netlist names), 19 cells and up]
register	flops
traffic_sensor_debouncer.count	19
reset_debouncer.count	19
reset_walk_request_debouncer.count	19
reprogram_debouncer.count	19
[cell type report]
class                      instances  area, um^2  share of cell area
tap                              102         128              0.0289
timing repair buffer              10        95.1              0.0215
sequential                        84        1760               0.399
inverter                          21        78.8              0.0178
multi-input combinational        359        2170               0.491
clock buffer                      11         131              0.0297
clock inverter                     5        52.6              0.0119
Power is estimated from default activity; no workload was simulated.
