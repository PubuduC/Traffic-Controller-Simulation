**flow/config.mk**
```make
export PLATFORM = sky130hd
export DESIGN_NAME = TrafficController
export DESIGN_NICKNAME = TrafficController
export VERILOG_FILES = /design/flow/design.v
export SDC_FILE = /design/flow/constraint.sdc
export NUM_CORES = 4
export LEC_CHECK = 1
export CORE_UTILIZATION = 30
```
**flow/constraint.sdc**
```tcl
current_design TrafficController

set clk_period 5.1
set clk_io_pct 0.2

create_clock -name clk0 -period $clk_period [get_ports {clk}]

set non_clock_inputs [all_inputs -no_clocks]
set_input_delay [expr $clk_period * $clk_io_pct] -clock clk0 $non_clock_inputs
set_output_delay [expr $clk_period * $clk_io_pct] -clock clk0 [all_outputs]
```
**flow/design.v**
```verilog
`timescale 1ns / 1ps
module BaseSynchronizer( clk,in,
	out);
	parameter NSYNC = 2;   
	input clk;
	input in;
	output out;
	reg [NSYNC-2:0] sync;
	reg out;
	always @ (posedge clk)
	begin
		{out,sync} <= {sync[NSYNC-2:0],in};
	end
endmodule
`timescale 1ns / 1ps
module Divider(clk, global_reset,
    enable_1Hz);
	input clk, global_reset;
	output enable_1Hz;
	reg[24:0] counter = 0;
	reg enable_1Hz = 0;
	parameter ONE_SECOND_COUNT = 25'd3;  
	always @ (posedge clk)
	begin
		enable_1Hz = 0;
		if(global_reset || counter == ONE_SECOND_COUNT)
				counter <= 0;
		else
				counter <= counter+1;
		if (counter == ONE_SECOND_COUNT)
				enable_1Hz = 1;
	end
endmodule
`timescale 1ns / 1ps
module Synchronizer(clk, global_reset, traffic_sensor, walk_request, reprogram, global_reset_sync, traffic_sensor_sync, walk_request_sync, reprogram_sync);
	input clk, global_reset, traffic_sensor, walk_request, reprogram;
	output global_reset_sync, traffic_sensor_sync, walk_request_sync, reprogram_sync;
	BaseSynchronizer reset_synchronizer(.clk(clk), .in(global_reset), .out(global_reset_sync));
	BaseSynchronizer traffic_sensor_synchronizer(.clk(clk), .in(traffic_sensor), .out(traffic_sensor_sync));
	BaseSynchronizer walk_request_synchronizer(.clk(clk), .in(walk_request), .out(walk_request_sync));
	BaseSynchronizer reprogram_synchronizer(.clk(clk), .in(reprogram), .out(reprogram_sync));
endmodule
`timescale 1ns / 1ps
module TimeParameters( clk, global_reset, time_param_selector, input_time_value, reprogram, fsm_requested_interval, 
	output_time_value);
	input clk, reprogram, global_reset;
	input[1:0] time_param_selector, fsm_requested_interval;
	input[3:0] input_time_value; 
	output[3:0] output_time_value;
	parameter BASE_INTERVAL_SELECTOR = 2'b00;
	parameter EXTENDED_INTERVAL_SELECTOR = 2'b01;
	parameter YELLOW_INTERVAL_SELECTOR = 2'b10;
	parameter DEFAULT_BASE_INTERVAL = 4'b0110;
	parameter DEFAULT_EXTENDED_INTERVAL = 4'b0011;
	parameter DEFAULT_YELLOW_INTERVAL = 4'b0010;
	parameter MAX_TIME_VALUE = 4'b1111;
	reg[3:0] base_time_interval = DEFAULT_BASE_INTERVAL;
	reg[3:0] extended_time_interval = DEFAULT_EXTENDED_INTERVAL;
	reg[3:0] yellow_time_interval = DEFAULT_YELLOW_INTERVAL;
	reg[3:0] output_time_value;
	always @ (posedge clk)
	begin
		if (global_reset)
		begin
			base_time_interval = DEFAULT_BASE_INTERVAL;
			extended_time_interval = DEFAULT_EXTENDED_INTERVAL;
			yellow_time_interval = DEFAULT_YELLOW_INTERVAL;
		end
		else if (reprogram)
		begin
			case(time_param_selector)
				BASE_INTERVAL_SELECTOR : base_time_interval = (input_time_value == 4'b0000) ? DEFAULT_BASE_INTERVAL : input_time_value;
				EXTENDED_INTERVAL_SELECTOR : extended_time_interval = (input_time_value == 4'b0000) ? DEFAULT_EXTENDED_INTERVAL : input_time_value;
				YELLOW_INTERVAL_SELECTOR : yellow_time_interval = (input_time_value == 4'b0000) ? DEFAULT_EXTENDED_INTERVAL : input_time_value;
				default:  
				begin
				base_time_interval = MAX_TIME_VALUE;
				extended_time_interval = MAX_TIME_VALUE;
				yellow_time_interval = MAX_TIME_VALUE;
				end
			endcase
		end
		else
		begin
		case(fsm_requested_interval)
			BASE_INTERVAL_SELECTOR : output_time_value = base_time_interval;
			EXTENDED_INTERVAL_SELECTOR : output_time_value = extended_time_interval;
			YELLOW_INTERVAL_SELECTOR : output_time_value = yellow_time_interval;
			default:
			begin
			output_time_value = MAX_TIME_VALUE;
			end
		endcase
		end
	end
endmodule
`timescale 1ns / 1ps
module Timer(clk, start_timer, time_param_output_value, enable_1Hz, reset_global,
    expired);
	 input clk, start_timer, enable_1Hz, reset_global;
	 input[3:0] time_param_output_value;
    output expired;
	 reg expired = 0;
	 reg[3:0] time_value = 4'b0000;
	 always @ (posedge clk)
	 begin
		expired <= 0;
		if(reset_global)
		begin
		time_value <= 0;
		expired <= 0;
		end
		else if(start_timer)
		begin
			time_value <= time_param_output_value;
			expired <= 0;
		end
		else if(enable_1Hz)
		begin
			time_value <= time_value - 1;
			if(time_value == 4'b0001)
			begin
				expired <= 1;
			end
		end
	 end
endmodule
`timescale 1ns / 1ps
module TrafficController(reset, clk, sensor, walk_request, reprogram, time_param_selector, time_value, 
	Rm, Ym, Gm, Rs, Ys, Gs, W);
	input reset, clk, sensor, walk_request, reprogram;
	input[1:0] time_param_selector; 
	input[3:0] time_value;
	output Rm, Ym, Gm, Rs, Ys, Gs, W;
	wire   reset_sync, sensor_sync, WR_sync,
			prog_sync, WR, WR_reset, enable_1Hz, start_timer, expired;
	wire[1:0] interval;
	wire[3:0] time_value_out;
	Synchronizer synchronizer(.clk(clk), .global_reset(reset), 
										.traffic_sensor(sensor), 
										.walk_request(walk_request), 
										.reprogram(reprogram), .global_reset_sync(reset_sync), 
										.traffic_sensor_sync(sensor_sync), .walk_request_sync(WR_sync), 
										.reprogram_sync(prog_sync));
	WalkRegister walkRegister(.clk(clk), .walk_request(WR_sync), 
										.walk_request_reset(WR_reset), 
										.global_reset(reset_sync), .wr_to_fsm(WR));
	TimeParameters timeParameters(.clk(clk), .global_reset(reset_sync), 
										.time_param_selector(time_param_selector), 
										.input_time_value(time_value), .reprogram(prog_sync), 
										.fsm_requested_interval(interval), .output_time_value(time_value_out));
	Timer timer(.clk(clk), .start_timer(start_timer), .time_param_output_value(time_value_out),
					.enable_1Hz(enable_1Hz), .reset_global(reset_sync), .expired(expired));
	Divider divider(.clk(clk), .global_reset(reset_sync), .enable_1Hz(enable_1Hz));
	TrafficControllerFSM trafficControllerFSM (.clk(clk), .traffic_sensor(sensor_sync),
															.wr_to_fsm(WR), .reset(reset_sync), 
															.reprogram(prog_sync), .expired(expired),
															.wr_reset(WR_reset), .requesting_interval(interval), 
															.start_timer(start_timer), .Gm(Gm), .Ym(Ym), 
															.Rm(Rm), .W(W), .Gs(Gs), .Ys(Ys), .Rs(Rs));
endmodule
`timescale 1ns / 1ps
module TrafficControllerFSM(clk, traffic_sensor, wr_to_fsm, reset, reprogram, expired,
	wr_reset, requesting_interval, start_timer, Gm, Ym, Rm, W, Gs, Ys, Rs);
	input clk, traffic_sensor, wr_to_fsm, reset, reprogram, expired;
	output wr_reset, start_timer;
	output [1:0] requesting_interval;
	output Gm, Ym, Rm, W, Gs, Ys, Rs;
	reg start_timer = 0;
	reg start_timer_triggered = 0;
	reg[1:0] requesting_interval;
	reg wr_reset = 0;
	reg[2:0] state;
	reg Gm = 0;
	reg Ym = 0;
	reg Rm = 0;
	reg W = 0;
	reg Gs = 0;
	reg Ys = 0;
	reg Rs = 0;
	parameter T_BASE = 2'b00;
	parameter T_EXT = 2'b01;
	parameter T_YEL = 2'b10;
	parameter MAIN_GREEN_FOR_FIRST_T_BASE = 3'b000;
	parameter MAIN_GREEN_FOR_T_EXT = 3'b001;
	parameter MAIN_GREEN_FOR_SECOND_T_BASE = 3'b010;
	parameter MAIN_YELLOW = 3'b011;
	parameter WALK_ON = 3'b100;
	parameter SIDE_GREEN_FOR_T_BASE = 3'b101;
	parameter SIDE_GREEN_FOR_T_EXT = 3'b110;
	parameter SIDE_YELLOW = 3'b111;
	parameter ON = 1'b1;
	parameter OFF = 1'b0;
	always @ (posedge clk)
	begin
		wr_reset = 0;
		start_timer = 0;
		if(start_timer_triggered)
		begin
			start_timer = 1;
			start_timer_triggered =0;
		end
		if(reset || reprogram)
		begin
			start_timer_triggered = 1;
			requesting_interval <= T_BASE;
			state <= MAIN_GREEN_FOR_FIRST_T_BASE;
		end
		else if (~expired)
		begin
			case (state)
				MAIN_GREEN_FOR_FIRST_T_BASE, MAIN_GREEN_FOR_T_EXT, MAIN_GREEN_FOR_SECOND_T_BASE:
					{Gm, Ym, Rm, Gs, Ys, Rs, W} <= {ON, OFF, OFF, OFF, OFF, ON, OFF};
				MAIN_YELLOW:
					{Gm, Ym, Rm, Gs, Ys, Rs, W} <= {OFF, ON, OFF, OFF, OFF, ON, OFF};
				SIDE_GREEN_FOR_T_BASE, SIDE_GREEN_FOR_T_EXT:
					{Gm, Ym, Rm, Gs, Ys, Rs, W} <= {OFF, OFF, ON, ON, OFF, OFF, OFF};
				SIDE_YELLOW:
					{Gm, Ym, Rm, Gs, Ys, Rs, W} <= {OFF, OFF, ON, OFF, ON, OFF, OFF};
				WALK_ON:
					{Gm, Ym, Rm, Gs, Ys, Rs, W} <= {OFF, OFF, ON, OFF, OFF, ON, ON};
			endcase
		end
		else if (expired)
		begin
			start_timer_triggered = 1;
			case (state)
				MAIN_GREEN_FOR_FIRST_T_BASE:
					if(traffic_sensor)
					begin
						{requesting_interval, state} <= {T_EXT, MAIN_GREEN_FOR_T_EXT};
					end
					else
					begin
						{requesting_interval, state} <= {T_BASE, MAIN_GREEN_FOR_SECOND_T_BASE};
					end
				MAIN_GREEN_FOR_SECOND_T_BASE:
					{requesting_interval, state} <= {T_YEL, MAIN_YELLOW};
				MAIN_GREEN_FOR_T_EXT:
					{requesting_interval, state} <= {T_YEL, MAIN_YELLOW};
				MAIN_YELLOW:
					if(wr_to_fsm)
					begin
						{requesting_interval, state} <= {T_EXT, WALK_ON};
					end
					else
					begin
						{requesting_interval, state} <= {T_BASE, SIDE_GREEN_FOR_T_BASE};
					end
				SIDE_GREEN_FOR_T_BASE:
					if(traffic_sensor)
					begin
						{requesting_interval, state} <= {T_EXT, SIDE_GREEN_FOR_T_EXT};
					end
					else
					begin
						{requesting_interval, state} <= {T_YEL, SIDE_YELLOW};
					end
				SIDE_GREEN_FOR_T_EXT:
					begin
					{requesting_interval, state} <= {T_YEL, SIDE_YELLOW};
					end
				SIDE_YELLOW:
					begin
					{requesting_interval, state} <= {T_BASE, MAIN_GREEN_FOR_FIRST_T_BASE};
					end
				WALK_ON:
					begin
					wr_reset = 1; 
					requesting_interval <= T_BASE;  
					state <= SIDE_GREEN_FOR_T_BASE;
					end
				default:
					state <=10;
			endcase
		end
	end
endmodule
`timescale 1ns / 1ps
module WalkRegister( clk, walk_request, walk_request_reset, global_reset, 
	wr_to_fsm);
	input  clk, walk_request, walk_request_reset, global_reset;
	output wr_to_fsm;
	reg wr_to_fsm = 0;
	always @ (posedge clk)
	begin
		wr_to_fsm <= (global_reset || walk_request_reset) ? 0 : wr_to_fsm ? wr_to_fsm : walk_request ;
	end
endmodule
```
**flow/run.sh**
```bash
#!/bin/bash
# OpenROAD 26Q1-2900-gdf79404cd8, Yosys 0.63+post, stock flow scripts
make -C /OpenROAD-flow-scripts/flow DESIGN_CONFIG=/design/flow/config.mk WORK_HOME=/design/flow/orfs finish
```
==> reports/results.txt <==
Htree depth - 3
Clk sink count - 72
Layout area overhead - 15.97%
Final Setup Violations - 0
Fp util - 30.76%
Clock Pin Slew Worst Setup and Hold Paths - 0.08 ns
Ys flops - 72
Top cells, area - dfxtp_1, edfxtp_1, nor2_1, ha_1, a21oi_1
YS chip area - 2993 um2
Worst Path Required - 5.31 ns
Max-slew violation count - 0
Most common cell in the netlist - dfxtp_1
Finished Layout Cells - 462
CP Cell Sequence - clkdlybuf4s50_1, inv_1, ha_1, nor3b_1, nand2_1, o32ai_1, nor2_1
Syn_area_per_cell - 9.781 um2
Top FF cell, synth - dfxtp_1
Synth area leader - dfxtp_1
Routability Congestion - 0.8611
Flip-flops with a built-in enable - 11
Post-Synth XOR/XNOR Area - 4.097%
Dpl cells - 446
Largest net degree at the start of global routing - 26
Status - complete, no violations
Setup crit end kind - flip-flop
Worst hold-check path type - reg2reg
Pwr dens - 315.6 nW/um2
Final wirelength - 5289 um
Delay of the slowest critical-path stage - 0.64 ns
Number of global-route vias before repair - 1986
Port-buffer cells - 17
DR iter-0 viols - 122
Share of layout cells above drive strength 1 - 8.511%
Drt drc - 0
Crit path time final - 2.767 ns
Root Driver - clkbuf_8
Synth cell types - 48
CTS tree - yes
Post-synth top cells - dfxtp_1, nor2_1, nand2_1
Yosys top cell area share - 40.80%
Cell count after synthesis - 306
Adder share - 4.181%
Hold-fix buffers, CTS - 0
Max Cap Violations - 0
Crit path DAT - 2.97 ns
Register share after synthesis - 51.84%
RSZ-0062 raised after global routing - no
I/O pins - 18
OpenROAD warnings - 31
Cell total in the yosys stat output - 306
Via density - 4.818
Ao+oa area frac - 12.88%
Detail Route Antenna Nets - 0
Number of setup buffers added after CTS - 0
Core area - 9729 um2
Total grt overflow - 0
Worst Clk Skew - 0.01489 ns
Initial antenna violation count - 0
Chip area - 10380 um2
Mapped Area - 2993 um2
Worst Hold Slack - 0.3319 ns
CTS resizes - 0
Startpoint types - primary input
First-pass GRT wire length - 9204 um
Die Width - 101.9 um
Power Total - 1.095 mW
Inserted Clock Buffers - 9
Area fraction in mux cells - 0.6689%
DR pass1 iterations - 7
Site Rows - 36
Worst slack at placement - 2.067 ns
Lkg Pwr - 1.267 nW
Critical Path Fanout Max - 7
Yosys simple share - 22.45%
Longest Clk Path Bufs - 2
Average wire per standard cell - 11.45 um
Relative slew slack - 50.15%
Diode count - 0
Measured slew at the worst slew-check pin - 0.7461 ns
Reg2reg start - divider.counter[0]
Final period utilization - 54.26%
Hold path startpoint - trafficControllerFSM.start_timer_triggered
CP startpoint - time_param_selector[0]
Final hold violation count - 0
Max Fclk - 361.4 MHz
GRT Overall Usage - 11.23%
Clock Latency Late Sink - 0.35 ns
Main logic family after synthesis - simple AND/OR/NAND/NOR gates
Die height - 101.9 um
Vias - 2226
Post-synth ARST share - 0%
Setup TNS - 0 ns
Yosys warns - 6
HPWL Detailed - 3594 um
CP Class - in2reg
Setup ws final - 2.333 ns
Peak supply drop - 0.1585 mV
Filler cells - 988
Crit-path slowest cell - nor3b_1
[final timing paths]
path	cells after the start	to	slack [ns]
hold / removal	0	trafficControllerFSM.start_timer	0.33
setup / recovery	7	timeParameters.yellow_time_interval[0]	2.33
setup reg to reg	5	divider.counter[24]	3.11
hold reg to reg	0	trafficControllerFSM.start_timer	0.33
[critical path: cells and delay by family]
kind,cells,cell delay [ns]
AOI/OAI and AO/OA,1,0.27
adders and majority gates,1,0.27
buffers and inverters,2,0.54
and+or+nand+nor,3,0.87
[state kept, by name, summed over array words and instances (netlist names), 3 cells and up]
name	count
timeParameters.yellow_time_interval	4
timeParameters.extended_time_interval	4
timeParameters.base_time_interval	4
timeParameters.output_time_value	4
trafficControllerFSM.state	3
trafficControllerFSM.requesting_interval	3
timer.time_value	4
divider.counter	25
[cells in the final DEF, fill, tap and decap left out, types with 3 or more instances in the layout]
cell | Yosys | layout
a21oi_1 | 17 | 17
a222oi_1 | 4 | 4
a311oi_1 | 6 | 6
and3_1 | 4 | 4
and4_4 | 3 | 3
clkbuf_8 | 0 | 9
clkdlybuf4s50_1 | 0 | 17
dfxtp_1 | 61 | 61
edfxtp_1 | 11 | 11
ha_1 | 10 | 10
inv_1 | 16 | 16
inv_6 | 0 | 4
nand2_1 | 22 | 22
nand2b_1 | 6 | 6
nand3_1 | 10 | 10
nand4_1 | 5 | 5
nor2_1 | 34 | 34
nor3_1 | 7 | 7
nor4_1 | 6 | 6
o21ai_0 | 13 | 13
o22ai_1 | 4 | 4
o31ai_1 | 3 | 3
or3_1 | 10 | 10
or4_1 | 3 | 3
xnor2_1 | 5 | 5
xor2_1 | 9 | 9
[layer usage]
layer / up-vias / share of wire, % / wire [um] / GRT usage, %
met1: 1020 / 50 / 2657 / 17.47
met4: 0 / 1.6 / 85 / 1.648
met5: - / 0 / 0 / 0
li1: 1147 / - / - / -
met2: 49 / 44 / 2316 / 16.58
met3: 10 / 4.3 / 230 / 2.851
[cell families (layout without fill, tap and decap cells)]
| family | Yosys count | in the layout |
|---|---|---|
| muxes | 2 | 2 |
| xor gates and xnor gates | 14 | 14 |
| AOI/OAI and AO/OA | 58 | 58 |
| buffers and inverters | 27 | 50 |
| adders and majority gates | 10 | 10 |
| DFF | 72 | 72 |
| and+or+nand+nor | 123 | 123 |
[power breakdown]
part	switching, mW	internal (mW)
clock	0.239	0.191
combinational	0.0289	0.0285
sequential	0.0142	0.593
[layout make-up]
type | instances | area, um2 | area share (%)
clock inverters | 7 | 66.31 | 1.911
flip-flops and latches | 72 | 1551 | 44.70
repair buffers | 18 | 177.7 | 5.119
clock buffers | 9 | 123.9 | 3.569
well taps | 133 | 166.4 | 4.795
multi-input cells | 207 | 1325 | 38.18
inverters | 16 | 60.06 | 1.730
[through the flow]
stage | utilization (%) | instance area (um2)
global placement | 33.72 | 3281
CTS | 35.67 | 3471
detailed placement | 33.72 | 3281
finish | 35.67 | 3471
floorplan | - | 2993
global route | 35.67 | 3471
Power and IR drop assume default switching activity.
